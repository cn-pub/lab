## design/flow/config.mk

```make
export PLATFORM = sky130hd
export DESIGN_NAME = adder_subtractor
export DESIGN_NICKNAME = adder_subtractor
export VERILOG_FILES = /design/flow/design.v
export SDC_FILE = /design/flow/constraint.sdc
export NUM_CORES = 4
export LEC_CHECK = 1
export CORE_AREA = 10 10 97 97
export DIE_AREA = 0 0 107 107
```

## design/flow/design.v

```verilog
`timescale 1ns / 1ps
module adder_subtractor(
		output digit_point,
		output [0:6] segment,
		output [3:0] digit,
		output reg [7:0] leds,
		input  [3:0] operand1,
		input	 [3:0] operand2,
		input add_button,
		input sub_button,
		input op_ready_button,
		input reset,
		input clk
    );
	localparam STATE_0 = 0;
	localparam STATE_1 = 1;
	localparam STATE_2 = 2;
	localparam STATE_3 = 3;
	wire add_btn_debounced, sub_btn_debounced, op_ready_btn_debounced;
	reg [3:0] A;
	reg [3:0] B;
	reg [1:0] current_state;
	reg [1:0] next_state;
	reg op_ready_button_pressed, add_button_pressed, sub_button_pressed;
	reg [9:0] message;
	display_7_segment_driver display(
		.segment(segment),
		.digit_point(digit_point),
		.digit(digit),
		.message(message),
		.reset(reset),
		.clk(clk)
	);
	always @(posedge clk) begin
	end
	always @(*) begin
	end
endmodule
`timescale 1ns / 1ps
module display_7_segment_driver(
		output reg digit_point,
		output reg [0:6] segment,
		output reg [3:0] digit,
		input [9:0] message,
		input reset,
		input clk
    );
	localparam DIGIT_0 		= 0;
   localparam DIGIT_1 		= 1;
   localparam DIGIT_2 		= 2;
   localparam DIGIT_3 		= 3;
	localparam DIGIT_0_OFF 	= 4;
	localparam DIGIT_0_ON 	= 5;
	localparam DIGIT_0_WAIT = 6;
	localparam DIGIT_1_OFF	= 7;
	localparam DIGIT_1_ON 	= 8;
	localparam DIGIT_1_WAIT = 9;
	localparam DIGIT_2_OFF 	= 10;
	localparam DIGIT_2_ON 	= 11;
	localparam DIGIT_2_WAIT = 12;
	localparam DIGIT_3_OFF 	= 13;
	localparam DIGIT_3_ON 	= 14;
	localparam DIGIT_3_WAIT = 15;
	reg [9:0] state_timer;
	reg [7:0] message_buffer;
	reg [3:0] digit_buffer;
	reg [3:0] current_state;
	reg [3:0] next_state;
	always @(posedge clk) begin
		if (reset) begin
			current_state <= DIGIT_0; 
			state_timer <= 0;
		end else begin
			state_timer <= state_timer + 10'd1;
			if (state_timer == 1000) begin
				state_timer <= 0;
				current_state <= next_state;
			end
		end
	end
	always @(*) begin
		digit_point = 1;
		digit_buffer = 4'd0;
		digit = 4'b1111;
		segment = 7'b1111111;
		if (message[8])
			message_buffer = 8'd255 - message[7:0] + 8'd1;
		else
			message_buffer = message[7:0];
		case (current_state)
			DIGIT_0: begin
				next_state = DIGIT_0_ON;
				if (!message[8] || message[9])
					next_state = DIGIT_0_OFF;
				else if (message[8] && message_buffer[7:0] == 0)
					next_state = DIGIT_0_WAIT;
			end
			DIGIT_0_ON: begin
				digit = 4'b0111;
				display(10);
				next_state = DIGIT_1;
			end
			DIGIT_0_OFF: begin
				digit = 4'b0111;
				display(15);
				next_state = DIGIT_1;
			end
			DIGIT_0_WAIT: begin
				digit = 4'b0111;
				display(4'd12);
				next_state = DIGIT_1_WAIT;
			end
			DIGIT_1: begin
				next_state = DIGIT_1_ON;
				digit_buffer = (message_buffer[7:0] / 100) % 10;
				if (digit_buffer == 0 || message[9])
					next_state = DIGIT_1_OFF;
			end
			DIGIT_1_ON: begin
				digit = 4'b1011;
				digit_buffer = (message_buffer[7:0] / 100) % 10;
				display(digit_buffer);
				next_state = DIGIT_2;
			end
			DIGIT_1_OFF: begin
				digit = 4'b1011;
				display(15);
				next_state = DIGIT_2;
			end
			DIGIT_1_WAIT: begin
				digit = 4'b1011;
				display(4'd11);
				next_state = DIGIT_2_WAIT;
			end
			DIGIT_2: begin
				next_state = DIGIT_2_ON;
				digit_buffer = (message_buffer[7:0] / 100) % 10;
				if (digit_buffer == 0) begin
					digit_buffer = (message_buffer[7:0] / 10) % 10;
					if (digit_buffer == 0 || message[9])
					next_state = DIGIT_2_OFF;
				end
			end
			DIGIT_2_ON: begin
				digit = 4'b1101;
				digit_buffer = (message_buffer[7:0] / 10) % 10;
				display(digit_buffer);
				next_state = DIGIT_3;
			end
			DIGIT_2_OFF: begin
				digit = 4'b1101;
				display(15);
				next_state = DIGIT_3;
			end
			DIGIT_2_WAIT: begin
				digit = 4'b1101;
				display(4'd12);
				next_state = DIGIT_3_WAIT;
			end
			DIGIT_3: begin			
				next_state = DIGIT_3_ON;
				if (message[9])
					next_state = DIGIT_3_OFF;
			end
			DIGIT_3_ON: begin
				digit = 4'b1110;
				digit_buffer = message_buffer[7:0] % 10;
				display(digit_buffer);
				next_state = DIGIT_0;
			end
			DIGIT_3_OFF: begin
				digit = 4'b1110;
				display(15);
				next_state = DIGIT_0;
			end
			DIGIT_3_WAIT: begin
				digit = 4'b1110;
				display(4'd5);
				next_state = DIGIT_0;
			end
			default: begin
				segment = 7'b1111111;
				digit = 4'b1111;
				next_state = DIGIT_0;
			end
		endcase
	end
	task display;
        input [3:0] number;
        begin
            case (number)
                0: segment = 7'b0000001;
                1: segment = 7'b1001111;
                2: segment = 7'b0010010;
                3: segment = 7'b0000110;
                4: segment = 7'b1001100;
                5: segment = 7'b0100100;
                6: segment = 7'b0100000;
                7: segment = 7'b0001111;
                8: segment = 7'b0000000;
                9: segment = 7'b0000100;
			   10: segment = 7'b1111110;  
			   11: segment = 7'b0011000;  
			   12: segment = 7'b0001000;  
          default: segment = 7'b1111111;
            endcase
        end
    endtask
endmodule
```

## design/flow/run.sh

```bash
#!/bin/bash
# OpenROAD 26Q1-2900-gdf79404cd8, Yosys 0.63+post, stock flow scripts
make -C /OpenROAD-flow-scripts/flow DESIGN_CONFIG=/design/flow/config.mk WORK_HOME=/design/flow/orfs finish
```

## design/flow/constraint.sdc

```tcl
current_design adder_subtractor

set clk_period 2.7
set clk_io_pct 0.2

create_clock -name clk0 -period $clk_period [get_ports {clk}]

set non_clock_inputs [all_inputs -no_clocks]
set_input_delay [expr $clk_period * $clk_io_pct] -clock clk0 $non_clock_inputs
set_output_delay [expr $clk_period * $clk_io_pct] -clock clk0 [all_outputs]
```

==> changes_impl.md <==
### Metrics

- DRT Wirelength: between 2 and 3 mm
- Final Hold Fails: 0
- Maximum vdd drop: between 0.15 and 0.2 mV
- DR iter-0 viols: 18
- Area Overhead vs Synth: 15.24%
- Post-Place Cell Area: 1560 sq um
- Most common reg cell: dfxtp_1
- Fp util: 19.47%
- Leak Pwr: ~0.55 nW
- Cell Area, Synth: around 1400 sq um
- CP max stage cell: or4_4
- Gr ovfl total: 0
- Die span in x: about 110 microns
- Slew Viols, Final: 0
- Max Cap Viol: 0
- Placed Cells incl. Taps: between 200 and 300
- Routed Antenna Nets: 0
- Initial antenna violation count: 0
- Pwr/cell area: between 400 and 500 nW/um^2
- GPL Wtd Cong: around 0.84
- Seq share, synth: 36.65%
- Chip Area: ~11,000 sq um
- Ys flops: 26
- Cell variety after synth: 44
- Mean Syn Cell Area: 8.712 sq um
- Avg WL per Cell: 10.81 microns
- Async set-reset flop share out of synthesis: 0%
- Leading area contributor after synthesis: dfxtp_1
- Crit. End Element: output port
- Yosys chip area: 1420 sq um
- Row Count: 31
- Boundary pin count: 33
- Worst-Skew Late Latency: about 0.27 ns
- CP arrival: 2.07 ns
- Cell area after layout: roughly 1600 sq um
- Post-CTS setup buffer count: 0
- Post-synth EDFFs: 0
- Top Layout Cells: dfxtp_1, nand2_1, o21ai_0, clkdlybuf4s50_1, nor2_1
- PortBufs: 12
- Layout cells sized above 1: between 10% and 20%
- CP Max Fanout: 5
- Tool warnings: 37
- CTS HTree Levels: 1
- First-pass GRT wire length: 4.933 mm
- Synth Instances: approximately 160
- Post-layout min period: around 2.6 ns
- Die H: between 100 and 150 microns
- Core area: approximately 7300 sq um
- Ant. Diodes: 0
- Most numerous logic cell after layout: dfxtp_1
- Final setup fails: 0
- Reg area: ~520 sq um
- Final Skew: ~0.0027 ns
- Dpl ws: approximately 0.33 ns
- Worst-path clk slew: 0.09 ns
- Critical path class: register to output port
- Via count: between 1,000 and 1,500
- Post-DP HPWL: around 2.2 mm
- Fill cells: about 830
- Pin count of the biggest net entering global routing: 17
- Ys Warns: 20
- Setup TNS: 0 ns
- Final worst-path setup slack: ~0.086 ns
- Slowest stage delay, CP: about 0.54 ns
- Top cells, area: dfxtp_1, buf_4, o21ai_0
- Fin cells: between 200 and 300
- RSZ-0062 raised after global routing: false
- Vias in the first global route: about 1,000
- CTS tree: done
- Root buffer cell: clkbuf_8
- Residual DRC: 0
- Worst path cell trace: or4_4 -> o311ai_4 -> or2_2 -> clkdlybuf4s50_1
- Clock buffer count from CTS: 3
- Logic area: 788.3 sq um
- Total GRT Usage: 4.886%
- TritonRoute pass-1 iters: 4
- CP startpoint kind: register
- # Cells Yosys: 163
- Hold WC Path Type: register to register
- Max frequency: around 0.38 GHz
- Status: completed
- Resized cells post-CTS: 0
- Num Clock Sinks: 26
- Vias per cell: 4.266
- Cts hold-fix bufs: 0
- WP data required: 2.16 ns
- Post-layout period usage: 96.80%
- Clk buf depth: 2
- Synth top area share: ~37%
## Yosys cell counts (2+ instances only)
master and number:
o21ai_0 12, o21ai_2 2, nand2b_1 2, buf_6 3, buf_4 11, or4_1 2
a31oi_1 2, and3b_1 2, or4_4 2, o311ai_0 5, nand3_1 9, or2_2 2
mux2i_1 3, nand4_1 6, nor3_1 4, nor2b_1 3, dfxtp_1 26, or3_1 4
clkbuf_1 3, nand2_1 16, ha_1 2, and3_1 2, conb_1 2, inv_1 5
xor2_1 2, nor2_1 10, a21oi_1 4
## area by class of cell
type	instances	share of cell area, %
Multi-Input combinational cell	120	48.17
Sequential cell	26	31.96
Timing Repair Buffer	13	7.798
Tap cell	99	7.569
Clock buffer	4	3.364
Inverter	5	1.147
## state kept, by name (all words and copies together) (netlist names)
signal and flops:
display.current_state 16, display.state_timer 10
## layer usage
layer / track usage [%] / part of all wire, % / vias up / wire (microns)
met5: 0 / 0 / - / 0
met4: 1.161 / 1.7 / 0 / 48
met3: 0.4851 / 2.3 / 2 / 66
met2: 7.682 / 47 / 17 / 1349
met1: 7.053 / 49 / 539 / 1421
li1: - / - / 581 / -
## report_power, final
group | internal [mW] | switching (mW) | total [mW]
clock | 0.130 | 0.121 | 0.252
combinational | 0.0134 | 0.0220 | 0.0355
sequential | 0.391 | 0.0109 | 0.402
total | 0.535 | 0.154 | 0.689
## cell families after synthesis
group | after synthesis | share of synthesized area [%]
other | 2 | 0.5288
and+or+nand+nor | 72 | 30.48
DFF | 26 | 36.65
xor gates and xnor gates | 3 | 1.851
adders and majority gates | 2 | 1.762
muxes | 4 | 3.172
AOI/OAI and AO/OA | 30 | 14.54
buffers and inverters | 24 | 11.01
## stage by stage
stage          utilization [%]  power [mW]  hold slack, ns
2_1_floorplan                -      0.4506          0.4484
3_3_place_gp             21.40      0.4462          0.4713
3_5_place_dp             21.40      0.4466          0.4822
4_1_cts                  22.15      0.6968          0.5027
5_1_grt                  22.44      0.7202          0.5245
6_report                 22.44      0.6890          0.5009
## final timing paths
kind | cells past startpoint | end | startpoint | slack, ns
worst max-delay path | 4 | segment[2] | display.current_state[13] | 0.09
worst min register to register | 2 | display.state_timer[8] | display.state_timer[8] | 0.50
worst min-delay path | 2 | display.state_timer[8] | display.state_timer[8] | 0.50
worst max register to register | 6 | display.current_state[3] | display.state_timer[0] | 0.87
## worst max-delay path: cells and delay by family, from the launching register on
| family | cells | cell delay (ns) |
|---|---|---|
| flops | 1 | 0.36 |
| compound gates | 1 | 0.28 |
| simple gates | 2 | 0.70 |
| buf+inv | 1 | 0.46 |
Power figures rest on the tool's default switching activity, not on a simulated workload.
